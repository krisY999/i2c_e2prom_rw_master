`/design/flow/run.sh`:
```
#!/bin/bash
# OpenROAD 26Q1-2900-gdf79404cd8, Yosys 0.63+post, stock flow scripts
make -C /OpenROAD-flow-scripts/flow DESIGN_CONFIG=/design/flow/config.mk WORK_HOME=/design/flow/orfs finish
```
`/design/flow/config.mk`:
```
export PLATFORM = sky130hd
export DESIGN_NAME = led_alarm
export DESIGN_NICKNAME = led_alarm
export VERILOG_FILES = /design/flow/design.v
export SDC_FILE = /design/flow/constraint.sdc
export NUM_CORES = 4
export LEC_CHECK = 1
export CORE_UTILIZATION = 30
```
`/design/flow/constraint.sdc`:
```
current_design led_alarm

set clk_period 3.3
set clk_io_pct 0.2

create_clock -name clk0 -period $clk_period [get_ports {clk}]

set non_clock_inputs [all_inputs -no_clocks]
set_input_delay [expr $clk_period * $clk_io_pct] -clock clk0 $non_clock_inputs
set_output_delay [expr $clk_period * $clk_io_pct] -clock clk0 [all_outputs]
```
`/design/flow/design.v`:
```
module led_alarm 
    #(parameter L_TIME = 25'd25_000_000 
    )
    (
    input        clk       ,   
    input        rst_n     ,   
    input        rw_done   ,   
    input        rw_result ,   
    output  reg  led           
);
    reg          rw_done_flag;     
	reg  [24:0]  led_cnt     ;     
	always @(posedge clk or negedge rst_n) begin
    if(!rst_n)
        rw_done_flag <= 1'b0;
    else if(rw_done)
        rw_done_flag <= 1'b1;
 end
    always @(posedge clk or negedge rst_n) begin
    if(!rst_n)begin
        led <= 1'b0;
		led_cnt <= 25'd0;
	end
    else begin 
		 if(rw_done_flag)begin
			if(rw_result)
			      led <= 1'b1;
			else begin
			      led_cnt <= led_cnt + 1'd1;
			      if(led_cnt == L_TIME -1'b1)begin
				  led_cnt <= 0;
				  led <= ~led;
				  end
			end 
		 end
		 else 
		   led <= 1'b0;
	end
 end
 endmodule
```
==> summary.txt <==
Fin area: 1560 µm²
Synth top area cells: dfrtp_1 (48%), xor2_1 (4.3%), nand2_1 (4.0%)
Core Footprint: 4440 µm²
Die Height: 70.8 µm
Worst slew margin: 72.8%
IO Port Bufs: 4
Initial antenna violation count: 0
1st-pass router iterations: 5
Startpoint Class: input pin
Crit-path max cell delay: 0.52 ns
First-pass GRT wire length: 4610 µm
Seq share, synth: 47.5%
Detail Route Antenna Nets: 0
DRC Markers: 0
ANT cells: 0
# resized after CTS: 0
Synth Cell Area: 1420 µm²
Power per standard cell area: 431 nW/µm²
Clk_skew: 0.00188 ns
Minimum clock period: 2.37 ns
CTS H-tree depth: 1
Most common logic cell in the routed design: dfrtp_1
Wirelength per Cell: 13.1 µm
CP bufs+invs: 1
Via count: 1087
Least-Margin Pin Slew: 0.404 ns
CP max stage cell: or4_1
Worst-path fanout max: 9
Fin. max-slew vios: 0
Clk latency of the worst-skew pair: 0.26 ns
Total CTS buffers: 3
Top-area cell type share of the netlist area: 47.5%
Max frequency: 423 MHz
CTS tree: done
Post-Syn Instances: 142
Status: finished, final reports clean
Final core occ: 35.1%
Syn_area_per_cell: 10.0 µm²
Crit-path cells: clkdlybuf4s50_1 -> and4b_1 -> nand3_1 -> or4_1 -> a21oi_1
Crit-path leading delay family: simple AND/OR/NAND/NOR gates
Yosys reg bits: 27
Chip area: 5020 µm²
Endpoint class of the critical path: flop
Worst vdd ir: 0.245 mV
Leakage: 0.649 nW
Yosys top cell by area: dfrtp_1
Yosys synthesis chip area: 1420 µm²
CTS Buffer Depth: 2
I/O Pins: 5
Total wire length: 2630 µm
GPL Wtd Cong: 0.875
Netlist cell types: 32
Initial DRC count: 65
GRT Total Usage: 11.5%
Number of hold buffers added after CTS: 0
Warnings, synthesis: 1
Pin count of the biggest net entering global routing: 28
Critical Path AT: 2.56 ns
Vias in the first global route: 1013
Post-CTS setup buffers: 0
Die width: 70.8 µm
Max_cap viols: 0
CTS sink count: 27
Hold/Removal Path Class: reg2reg
Crit path DRT: 3.49 ns
Site Rows: 24
Grt total ovfl: 0
Post-DP HPWL: 1900 µm
Fin. Hold Viols: 0
Vias per cell: 5.41
Top Layout Cells: dfrtp_1 (27), nand2_1 (15), nand3_1 (10)
Tool warnings: 25
RSZ-0062 raised after global routing: no
Power, Total: 0.674 mW
Area Growth Syn to Fin: 9.86%
Worst-path clk slew: 0.09 ns
DP Area: 1520 µm²
Root buf cell: clkbuf_8
Share of layout cells above drive strength 1: 11.4%
Fin Setup TNS: 0 ns
Cycle use final: 71.7%
Yosys Instances: 142
Final setup violation count: 0
Critical path class: in2reg
Initial Util: 32.0%
metrics by stage:
step	cells	setup slack (ns)	hold WS (ns)
after floorplan	142	1.44	0.364
after global routing	201	0.866	0.549
after global placement	197	0.799	0.487
after detailed placement	197	0.720	0.498
after CTS	201	0.976	0.512
final	201	0.933	0.516
flip-flops by register name, indices dropped and copies added (netlist names):
signal	flops
led	1
led_cnt	25
rw_done_flag	1
final cells by class:
type / instances / area, µm²
clock buffer: 4 / 45.0
sequential: 27 / 676
multi-input combinational: 109 / 706
fill: 442 / 2880
timing repair buffer: 7 / 62.6
inverter: 2 / 7.51
tap: 52 / 65.1
metal layers:
metal  global-route usage [%]  vias to the layer above  part of all wire (%)
li1                         -                      538                     -
met1                     18.8                      533                    52
met2                     16.9                       14                    45
met3                     2.46                        2                   2.7
met4                    0.889                        0                  0.72
met5                        0                        -                     0
synth_stat cells (all sizes together):
master and instances:
and2 3, o31ai 7, a21oi 10, dfrtp 27, or4 6, and4 2
o31a 2, nand2b 1, nor3 4, xnor2 5, and4b 3, nor4 3
ha 1, inv 2, nand3b 1, xor2 7, nand2 15, and3 3
nor4bb 1, o21ai 6, nor2 6, nand3 10, buf 4, or2 3
nand4 6, or3 4
path summary, 6_finish.rpt:
kind / cells past startpoint / startpoint / to / slack, ns
setup / recovery: 5 / rw_result / led_cnt[24] / 0.93
hold / removal: 1 / led_cnt[10] / led_cnt[10] / 0.52
setup reg to reg: 5 / led_cnt[0] / led_cnt[24] / 1.17
hold reg to reg: 1 / led_cnt[10] / led_cnt[10] / 0.52
max in group asynchronous: 2 / rst_n / led_cnt[11] / 2.30
min in group asynchronous: 2 / rst_n / led_cnt[23] / 0.76
power by group:
group	leakage (nW)	total, mW	switching [mW]	internal [mW]
combinational	0.274	0.0914	0.0506	0.0408
sequential	0.352	0.399	0.0363	0.363
clock	0.0228	0.183	0.0965	0.0863
logic make-up after synthesis:
logic type | after synthesis | share of synthesized area (%)
DFF | 27 | 47.5
AOI/OAI and AO/OA | 25 | 11.1
and+or+nand+nor | 71 | 30.3
xor gates and xnor gates | 12 | 7.39
adders and majority gates | 1 | 0.880
buffers and inverters | 6 | 2.82
worst register-to-register path: stages (launching register included):
cell and delay [ns]:
dfrtp_1 0.47, ha_1 0.22, and4b_1 0.43, nand3_1 0.25, or4_1 0.53, a21oi_1 0.16
Power and IR drop assume default switching activity.
