### ./design.v
module e2prom_rw(
    input                 clk        ,  
    input                 rst_n      ,  
	output  reg          i2c_exec   ,   
    output  reg          i2c_rh_wl  ,   
    output  reg   [15:0] i2c_addr   ,   
    output  reg  [ 7:0]  i2c_data_w ,   
    input		  [ 7:0] i2c_data_r ,   
    input         		 i2c_done   ,   
    input         		 i2c_ack    ,   
    output   reg          rw_done    ,  
    output   reg          rw_result     
	);
	parameter      WR_WAIT_TIME = 14'd5000;  
	parameter      MAX_BYTE     = 16'd256 ;  
	reg   [1:0]    flow_cnt  ;  
	reg   [13:0]   wait_cnt  ;  
		always @(posedge clk or negedge rst_n) begin
		if(!rst_n) begin
		     i2c_exec  <= 1'b0;
			 i2c_rh_wl <= 1'b0;    
			 i2c_addr  <= 16'b0;
			 i2c_data_w <= 8'b0;
			 flow_cnt   <= 2'b0;
			 wait_cnt  <= 14'b0;
			 rw_done   <= 1'b0;
			 rw_result <= 1'b0;
		end
		else begin 
		       i2c_exec <= 1'b0;    
               rw_done <= 1'b0;  
				case(flow_cnt)
				2'd0:begin
				      wait_cnt <= wait_cnt + 1'b1 ;
				      if(wait_cnt == WR_WAIT_TIME - 1'b1)begin
					       wait_cnt <= 0 ;
						   if(i2c_addr == MAX_BYTE)begin
						     flow_cnt <= 2'd2 ;
							 i2c_addr <= 1'b0;
							 i2c_rh_wl <= 1'b1;    
							 end
						 end
					  else begin
					       flow_cnt <= flow_cnt + 1'b1 ;
						   i2c_exec <= 1'b1 ;
					  end
				end
				2'd1:begin
				     if(i2c_done)begin
							i2c_addr  <= i2c_addr + 1'b1  ;     
							i2c_data_w <= i2c_data_w + 1'b1  ;   
							flow_cnt <= 2'd0 ;
					end
				end
				2'd2:begin
				    flow_cnt <= flow_cnt + 1'b1;
                    i2c_exec <= 1'b1;  
				end
				2'd3:begin
					 if(i2c_done)begin
						 if((i2c_addr[7:0]!= i2c_data_r)||(i2c_ack == 1'b1))
						    begin rw_done   <= 1'b1;
							rw_result <= 1'b0;  end
						else if(i2c_addr == MAX_BYTE - 1'b1)  
							begin rw_done   <= 1'b1;
							rw_result <= 1'b1;  end
						else begin
						    flow_cnt <= 2'd2;
							i2c_addr <= i2c_addr + 1'b1;
						  end
					end
				end
				default : ;
               endcase    
		end
	 end
endmodule
### ./run.sh
#!/bin/bash
# OpenROAD 26Q1-2900-gdf79404cd8, Yosys 0.63+post, stock flow scripts
make -C /OpenROAD-flow-scripts/flow DESIGN_CONFIG=/design/flow/config.mk WORK_HOME=/design/flow/orfs finish
### ./config.mk
export PLATFORM = sky130hd
export DESIGN_NAME = e2prom_rw
export DESIGN_NICKNAME = e2prom_rw
export VERILOG_FILES = /design/flow/design.v
export SDC_FILE = /design/flow/constraint.sdc
export NUM_CORES = 4
export LEC_CHECK = 1
export CORE_UTILIZATION = 50
### ./constraint.sdc
current_design e2prom_rw

set clk_period 3.6
set clk_io_pct 0.2

create_clock -name clk0 -period $clk_period [get_ports {clk}]

set non_clock_inputs [all_inputs -no_clocks]
set_input_delay [expr $clk_period * $clk_io_pct] -clock clk0 $non_clock_inputs
set_output_delay [expr $clk_period * $clk_io_pct] -clock clk0 [all_outputs]
==> impl_metrics.ini <==
; generated from flow reports
[detailed_routing]
num_antenna_cells = 0
drt-vias-per-instance = 5.58
routed_wl_um = 5160
ant_nets = 0
num_vias = 2043
dr.pass1.iters = 4
first_iter_violations = 97
route.detailed.drc = 0
wl_per_cell_um = 14.1

[die]
fp_util_pct = 52.3
die-area_um2 = 5260
pin_count = 40
core_um2 = 4750
die_w_um = 72.5
rows = 25
fp.dieH_um = 72.5

[final_timing]
maxSlewViolCount = 0
fmax_mhz = 351
tightestPinTransition_ns = 0.542
setup_tns_ns = 0
setup_violations = 0
period_minus_slack_ns = 2.85
fin_crit_sh_pct = 79.2
rsz0062_at_grt = no
clock-skew-final_ns = 0.00498
relSlewSlack_pct = 63.9
report.final.hold_viol_count = 0

[setup_path]
reg2regPathDepth = 9
crit_type = in -> reg
critPathLaunchType = input pin
r2r-start = i2c_addr[0]
startpoint = i2c_data_r[7]
cp_max_fo = 15
r2r_slack_ns = 0.81
cp-end-kind = register
timing.rr.end = i2c_addr[12]
critPathArrivalTime_ns = 3.05
cp_data_required_time_ns = 3.80

[global_route]
grt.total_usage_pct = 21.7
antenna_found_initial = 0
grt_pass1_wl_um = 8740
grt_overflow_total = 0
grt_pass1_vias = 1827
grt_max_degree = 45

[worst_hold_path]
hp-class = in -> async

[cts]
cts_tree = done
clk_path_buf_depth = 2
cts_sinks = 44
cts_buffers = 5
root_buffer = clkbuf_8
holdBufCountCts = 0
cts-resized-gates = 0
htree_levels = 2
clk_pin_slew_worst_paths_ns = 0.09
post_cts_buffers = 0
clk_latency_ns = 0.30

[power]
p_clk_share_pct = 21.7
powerDensity_nw_per_um2 = 602
p_int_mw = 1.13
power_leakage_nw = 1.26
irDropWorstVdd_v = 0.000257
p_comb_share_pct = 40.0
switching_power_uw = 687
netSwitchingFraction_pct = 37.8
p_seq_share_pct = 38.3

[final_layout]
most-common-layout-cells = 44 x dfrtp_1, 38 x clkdlybuf4s50_1, 28 x nand2_1
lay_top_count = dfrtp_1
fillerInstances = 425
syn_to_final_growth_pct = 21.1
final_area_um2 = 3010
drive_above_1_share_pct = 7.02

[synthesis]
synth-seq-cells = 44
top_area_share_pct = 44.3
yosys_area_um2 = 2490
synth_cells = 261
edf_count = 0
topCellsByArea = dfrtp_1 44%, xnor2_1 6.0%, ha_1 4.5%
netlist.top_cell.by_area = dfrtp_1
synth_seq_share_pct = 44.3
yosys-stat-cells = 261
netlist_area_um2 = 2490
flop_cell = dfrtp_1
yosysWarnings = 1
synth_cell_type_count = 40
syn_area_per_cell_um2 = 9.53
synthArstFlopShare_pct = 100

[place]
numPortBuffers = 39
gp_congestion = 0.828
hpwl_um = 3440
place_area_um2 = 2900

[run]
warnings = 31
max_cap_viol_count = 0

[outcome]
outcome = completed
power groups by stage:
| stage | combinational, mW | sequential (mW) | clock (mW) |
|---|---|---|---|
| finish | 0.727 | 0.694 | 0.394 |
| CTS | 0.724 | 0.693 | 0.406 |
| global route | 0.821 | 0.711 | 0.430 |
metrics by stage:
step                std cells  setup WS [ns]  power [mW]  util, %  hold slack (ns)
global route              366          0.537        1.96     63.4            0.493
global placement          358          0.451        1.41     60.9            0.461
finish                    366          0.750        1.82     63.4            0.475
floorplan                 261          0.861        1.20        -            0.417
detailed placement        358          0.421        1.42     60.9            0.461
CTS                       366          0.745        1.82     63.4            0.480
sequential cells by signal, summed over array words and instances, names as in the netlist:
| signal | count |
|---|---|
| i2c_data_w | 8 |
| i2c_rh_wl | 1 |
| flow_cnt | 2 |
| rw_result | 1 |
| wait_cnt | 14 |
| rw_done | 1 |
| i2c_exec | 1 |
| i2c_addr | 16 |
cells by family after synthesis:
kind of cell / share of synthesized area, %
compound gates: 13.6
fa+ha+maj: 4.53
simple gates: 22.6
xor+xnor: 8.45
mux: 1.81
buf+inv: 4.78
flops: 44.3
final cells by class:
type | instances | area (um2) | share of cell area [%]
multi-input cells | 196 | 1270 | 42.1
flip-flops and latches | 44 | 1100 | 36.5
repair buffers | 43 | 415 | 13.8
well taps | 67 | 83.8 | 2.78
clock buffers | 5 | 68.8 | 2.28
clock inverters | 3 | 46.3 | 1.54
inverters | 8 | 30.0 | 0.997
synth_stat cells, types with 4 or more instances:
cell type,n
and4_1,4
inv_1,8
buf_6,5
clkbuf_1,6
nand3_1,22
ha_1,9
xnor2_1,17
mux2_2,4
o21ai_0,20
nand2_1,28
nand4_1,13
nor2_1,15
dfrtp_1,44
o31ai_1,14
nor3_1,4
xor2_1,7
and3_1,4
o41ai_1,5
how the worst max path moves through the flow:
stage         cells past startpoint      endpoint
CTS                               7  i2c_addr[12]
finish                            7  i2c_addr[12]
global route                      8   i2c_addr[9]
worst max-delay path, cell delays in order:
cell,delay [ns]
clkdlybuf4s50_1,0.47
xnor2_1,0.11
nand3_1,0.10
or4_4,0.50
o31a_1,0.31
or3_4,0.50
o41ai_1,0.35
layer usage:
layer / routed length [um] / vias to the layer above / track usage [%]
li1: - / 1022 / -
met1: 2710 / 957 / 38.7
met2: 2140 / 62 / 29.7
met3: 285 / 2 / 3.80
met4: 25 / 0 / 2.40
met5: 0 / - / 0
Power and IR drop assume default switching activity.
